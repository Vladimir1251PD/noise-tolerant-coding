`./run.sh`:
```
#!/bin/bash
# OpenROAD 26Q1-2900-gdf79404cd8, Yosys 0.63+post, stock flow scripts
make -C /OpenROAD-flow-scripts/flow DESIGN_CONFIG=/design/flow/config.mk WORK_HOME=/design/flow/orfs finish
```
`./config.mk`:
```
export PLATFORM = sky130hd
export DESIGN_NAME = coder
export DESIGN_NICKNAME = coder
export VERILOG_FILES = /design/flow/design.v
export SDC_FILE = /design/flow/constraint.sdc
export NUM_CORES = 4
export LEC_CHECK = 1
export CORE_AREA = 10 10 106 106
export DIE_AREA = 0 0 116 116
```
`./constraint.sdc`:
```
current_design coder

set clk_period 2.9
set clk_io_pct 0.2

create_clock -name clk0 -period $clk_period [get_ports {clk}]

set non_clock_inputs [all_inputs -no_clocks]
set_input_delay [expr $clk_period * $clk_io_pct] -clock clk0 $non_clock_inputs
set_output_delay [expr $clk_period * $clk_io_pct] -clock clk0 [all_outputs]
```
`./design.v`:
```
`timescale 1ns / 1ps
module coder(
	input [11:0] input_vector,
	input enable,
	input clk,
	output reg [23:0] output_vector,
	output reg ready,
	output reg finish
   );
	initial
	begin
		ready <= 1;
		finish <= 0;
		output_vector <= 0;
	end
	always @(posedge clk)
	begin
		if(enable)
			begin
				 output_vector[23] <= input_vector[11];
				 output_vector[22] <= input_vector[10];
				 output_vector[21] <= input_vector[9];
				 output_vector[20] <= input_vector[8];
				 output_vector[19] <= input_vector[7];
				 output_vector[18] <= input_vector[6];
				 output_vector[17] <= input_vector[5];
				 output_vector[16] <= input_vector[4];
				 output_vector[15] <= input_vector[3];
				 output_vector[14] <= input_vector[2];
				 output_vector[13] <= input_vector[1];
				 output_vector[12] <= input_vector[0];
				 output_vector[11] <= (input_vector[11] ^ input_vector[10] ^ input_vector[9] ^ input_vector[8] ^ input_vector[7] ^ input_vector[6] ^ input_vector[5] ^ input_vector[4] ^ input_vector[3] ^ input_vector[2] ^ input_vector[1]);
				 output_vector[10] <= (input_vector[11] ^ input_vector[9] ^ input_vector[5] ^ input_vector[4] ^ input_vector[3] ^ input_vector[1] ^ input_vector[0]);
				 output_vector[9] <= (input_vector[11] ^ input_vector[10] ^ input_vector[8] ^ input_vector[4] ^ input_vector[3] ^ input_vector[2] ^ input_vector[0]);
				 output_vector[8] <= (input_vector[10] ^ input_vector[9] ^ input_vector[7] ^ input_vector[3] ^ input_vector[2] ^ input_vector[1] ^ input_vector[0]);
				 output_vector[7] <= (input_vector[11] ^ input_vector[9] ^ input_vector[8] ^ input_vector[6] ^ input_vector[2] ^ input_vector[1] ^ input_vector[0]);
				 output_vector[6] <= (input_vector[11] ^ input_vector[10] ^ input_vector[8] ^ input_vector[7] ^ input_vector[5] ^ input_vector[1] ^ input_vector[0]);
				 output_vector[5] <= (input_vector[11] ^ input_vector[10] ^ input_vector[9] ^ input_vector[7] ^ input_vector[6] ^ input_vector[4] ^ input_vector[0]);
				 output_vector[4] <= (input_vector[10] ^ input_vector[9] ^ input_vector[8] ^ input_vector[6] ^ input_vector[5] ^ input_vector[3] ^ input_vector[0]);
				 output_vector[3] <= (input_vector[9] ^ input_vector[8] ^ input_vector[7] ^ input_vector[5] ^ input_vector[4] ^ input_vector[2] ^ input_vector[0]);
				 output_vector[2] <= (input_vector[8] ^ input_vector[7] ^ input_vector[6] ^ input_vector[4] ^ input_vector[3] ^ input_vector[1] ^ input_vector[0]);
				 output_vector[1] <= (input_vector[11] ^ input_vector[7] ^ input_vector[6] ^ input_vector[5] ^ input_vector[3] ^ input_vector[2] ^ input_vector[0]);
				 output_vector[0] <= (input_vector[10] ^ input_vector[6] ^ input_vector[5] ^ input_vector[4] ^ input_vector[2] ^ input_vector[1] ^ input_vector[0]);
				 ready <= 0;
				 finish <= 1;
			end
	end
	always@(posedge clk)
	begin
		if(finish == 1)
		begin
			ready <= 1;
			finish <= 0;
		end
	end
endmodule
```
==> impl_metrics.toml <==
# synthesis and place-and-route metrics
[logic_synthesis]
ys_cells = 78
synth.distinct_cells = 9
ys_warn_count = 5
yosysChipArea_um2 = 1210
synthCells = 78
synth.avg_cell_area_um2 = 15.6
synth_flops = 24
ys_seq_share_pct = 59.4
synth_area_um2 = 1210

[critical_path]
cp.arrival_ns = 2.10
cp-start-kind = "input pin"
critPathMaxFanout = 5
end_kind = "flop"
criticalPathCategory = "input pin to flop"
required_ns = 2.91

[layout]
reg_top3 = "output_vector x24"
drive_above_1_share_pct = 7.63
seq_area_um2 = 721
comb_area_um2 = 473
regMostFlops = "output_vector"
fillers = 952
largest_reg_flops = 24
areaGrowthSynthToFinish_pct = 47.1

[outcome]
status = "finished clean"

[pwr]
peakVddDrop_v = 0.000352
finalPower_mw = 1.06
power_density_nw_per_um2 = 595
p_leak_nw = 0.581

[global_route]
grtUsageMet1_pct = 6.27
top_usage_layer = "met1"
track_usage_pct = 4.42
antenna_found_initial = 0
first_global_vias = 715
grt_max_degree = 25
met3_usage_pct = 2.56
met2_usage_pct = 5.95
grt_pass1_wl_um = 4360
grt_overflow = 0

[clock_tree]
cts_tree = "yes"
cts_num_sinks = 24
cts_buffers = 3
hold_buffers = 0
h-tree-depth = 1
path_clk_slew_ns = 0.09
root_buffer = "clkbuf_8"
cts_resized = 0
cts.path.max_buffers = 2
post_cts_buffers = 0

[placed_design]
gp_congestion = 0.814
io_buffers = 37
hpwlAfterDp_um = 2400

[timing]
post-route-period-util_pct = 72.1
setup_viol = 0
final-hold-violation-count = 0
slew_violations = 0
tns_ns = 0
fin_crit_ns = 2.09
timing.hold.ws_ns = 1.04
clock.fmax_ghz = 0.478
worst_pin_slew_ns = 0.675
rsz0062_at_grt = "no"
relSlewSlack_pct = 54.7

[run]
maxCapViolations = 0
tool_warnings = 25

[detailed_routing]
insertedDiodeCount = 0
vias = 689
vias_per_cell = 3.05
drt_first_pass_iters = 2
drt-total-wl_um = 2990
drt_iter0_markers = 11
drtAntennaViolNets = 0
drc = 0
wl_per_cell_um = 13.2

[hold_path]
hold_start = "input_vector[5]"
min_delay_path_depth = 1
hp-class = "input pin to flop"
min_to = "output_vector[17]"

[floorplan]
io_pins = 40
fp_util_pct = 13.7
die_h_um = 116
fp.dieW_um = 116
dieArea_um2 = 13500
core-area_um2 = 8850
num_rows = 34
worst max path at each step:
stage,startpoint,to,slack (ns),cells past startpoint
global route,input_vector[8],output_vector[11],0.74,4
finish,input_vector[8],output_vector[11],0.81,4
CTS,input_vector[8],output_vector[11],0.82,4
power breakdown:
group          internal, mW  switching [mW]  leakage [nW]
Clock                 0.185           0.112        0.0357
Sequential            0.457          0.0144         0.235
Combinational         0.189           0.104         0.310
Total                 0.831           0.231         0.581
cell usage after synthesis:
library cell / instances / area (um2)
xnor2_1: 35 / 307
xnor2_2: 1 / 16.3
xor2_1: 10 / 87.6
buf_2: 1 / 5.00
xor2_2: 2 / 32.5
xnor3_1: 1 / 22.5
edfxtp_1: 24 / 721
buf_4: 2 / 15.0
conb_1: 2 / 7.51
critical path, stage by stage:
cell and delay (ns):
clkdlybuf4s50_1 0.64, xor2_2 0.32, xnor2_1 0.16, xnor3_1 0.40
final cells by class:
class                           instances  area share (%)
Sequential cell                        24            40.4
Multi-Input combinational cell         51            26.5
Timing Repair Buffer                   39            21.6
Tap cell                              108            7.57
Clock buffer                            3            2.31
Clock inverter                          1            1.68
layer usage:
metal | part of all wire, % | wire, um | vias up
met2 | 40 | 1190 | 30
li1 | - | - | 335
met3 | 12 | 365 | 2
met5 | 0 | 0 | -
met4 | 0.97 | 29 | 0
met1 | 47 | 1400 | 322
cells by family (layout without fill, tap and decap cells):
kind of cell	count (synthesis)	after routing	synth area share [%]
XOR/XNOR	49	49	38.3
flip-flops	24	24	59.4
buffers and inverters	3	43	1.65
other	2	2	0.619
placed cells by master (no fill, tap or decap):
cell type / instances
xor2_2: 2
clkdlybuf4s50_1: 37
xnor2_2: 1
buf_4: 2
clkbuf_8: 3
xnor3_1: 1
xor2_1: 10
xnor2_1: 35
conb_1: 2
bufinv_16: 1
edfxtp_1: 24
per-stage QoR:
| step | utilization (%) | setup WS [ns] | instance area [um2] | std cells |
|---|---|---|---|---|
| finish | 20.2 | 0.809 | 1790 | 226 |
| CTS | 20.2 | 0.817 | 1790 | 226 |
| floorplan | - | 1.27 | 1210 | 78 |
| global placement | 19.4 | 0.548 | 1710 | 222 |
| global route | 20.2 | 0.743 | 1790 | 226 |
| detailed placement | 19.4 | 0.529 | 1710 | 222 |
Power is estimated from default activity; no workload was simulated.
